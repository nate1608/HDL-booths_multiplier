$ cat design/flow/design.v
`timescale 1ns/1ps
module control_path(PS, ldA, clrA,  ldQ, clrQ, ldM, clrFF, shift, addsub, ldB, count, done,
                     q0, qm1, eqz, clk, start, data_in);
    input q0, qm1, eqz, clk, start;
    input [15:0] data_in;
    output reg ldA, clrA,  ldQ, clrQ, ldM, clrFF, shift, addsub, ldB, count, done;
    reg [2:0] NS;
    output reg [2:0] PS;
    parameter s0=0,s1=1,s2=2,s3=3,s4=4,s5=5,s6=6;
    always @(posedge clk)
        if (start) PS<=NS;
        else PS<=s0;
    always @(PS or q0 or qm1 or eqz)
        begin
            ldA=0; clrA=0;  ldQ=0; clrQ=0; ldM=0; clrFF=0; shift=0; addsub=0; ldB=0; count=0; done=0;
            case(PS)
            s0: begin
                    clrA=1; clrFF=1; ldQ=1; ldB=1; NS=s1; 
                end
            s1: begin
                    ldM=1; NS=s2;
                end
            s2: begin
                    if (eqz==0) NS=s6;
                    else if (q0~^qm1)  NS=s5; 
                    else if (q0&(~qm1)) NS=s4;     
                    else if ((~q0)&qm1)  NS=s3;
                end
            s3: begin
                    addsub=1; ldA=1;
                    NS=s5;
                end
            s4: begin
                    addsub=0; ldA=1;
                    NS=s5;
                end
            s5: begin
                   shift=1; count=1;
                    NS=s2;
                end
            s6: begin
                    done=1; NS=s6;
                end
            endcase
        end   
endmodule
$ cat design/flow/run.sh
#!/bin/bash
# OpenROAD 26Q1-2900-gdf79404cd8, Yosys 0.63+post, stock flow scripts
make -C /OpenROAD-flow-scripts/flow DESIGN_CONFIG=/design/flow/config.mk WORK_HOME=/design/flow/orfs finish
$ cat design/flow/config.mk
export PLATFORM = sky130hd
export DESIGN_NAME = control_path
export DESIGN_NICKNAME = control_path
export VERILOG_FILES = /design/flow/design.v
export SDC_FILE = /design/flow/constraint.sdc
export NUM_CORES = 4
export LEC_CHECK = 1
export CORE_AREA = 10 10 70 70
export DIE_AREA = 0 0 80 80
$ cat design/flow/constraint.sdc
current_design control_path

set clk_period 1.5
set clk_io_pct 0.2

create_clock -name clk0 -period $clk_period [get_ports {clk}]

set non_clock_inputs [all_inputs -no_clocks]
set_input_delay [expr $clk_period * $clk_io_pct] -clock clk0 $non_clock_inputs
set_output_delay [expr $clk_period * $clk_io_pct] -clock clk0 [all_outputs]
==> results.cfg <==
; flow metrics
[cts]
cts_tree = yes
htreeDepth = 1
cts_buffers = 3
clock_path_buffers = 2
cts_hold_repair.buffers = 0
cts_root_buf = clkbuf_4
clkTransAtPathRegs_ns = 0.04

[detailed_routing]
drc = 0
drt_iter0_drc = 9
dr_total_vias = 313
drt-pass1-iter-count = 2
routed_wl_um = 943
num_antenna_cells = 0
wl_per_cell_um = 8.90
via_per_inst = 2.95
ant_nets = 0

[logic_synthesis]
synthCells = 40
xor_share_pct = 0
ys_cells = 40
syn_area_per_cell_um2 = 8.38
synthesis.area_um2 = 335
synthAoiAreaFrac_pct = 7.09
synthMuxAreaShare_pct = 0
adder_share_pct = 11.2
synth_cell_types = 17
yosys-stat-area_um2 = 335
ys.flops = 6
yosys_warnings = 1
ys_sh_simple_pct = 31.3
logic_family = simple AND/OR/NAND/NOR gates

[worst_setup_path]
critPathSlowestCell = dfxtp_4
critPathLaunchType = register
end_kind = output port
crit_fanout = 5
path_cells = nor3_2 -> buf_4 -> dlygate4sd2_1
required_ns = 1.20
worst-setup-path-type = reg2out
slowest_delay_ns = 0.36
cp-startpoint = PS[2]
cp.arrival_ns = 1.13

[power]
p_comb_share_pct = 18.5
power_density_nw_per_um2 = 439
leakagePower_nw = 0.298
clkPwrFrac_pct = 51.1
p_sw_mw = 0.0602
pwr-share-seq_pct = 30.4
swShare_pct = 22.0
internal-power_mw = 0.213
irDropWorstVdd_v = 0.000133

[grt]
grt_antenna_before_repair = 0
grt-ovfl-total = 0
first_global_vias = 330
grt_pass1_wl_mm = 1.53
grt_max_degree = 8
track_usage_pct = 2.94

[placement]
dpl.hpwl_um = 728
placed_area_um2 = 537
io_buffers = 17
gp_congestion = 0.804

[floorplan]
rows = 21
die_y_um = 80
dieArea_um2 = 6400
io_pins = 35
die_x_um = 80
core_util_floorplan_pct = 9.82
core_um2 = 3420

[timing]
untimed_endpoints = 3
fin_crit_ns = 1.43
clock.fmax_mhz = 698
final.period_utilization_pct = 95.6
holdWs_ns = 0.677
finalSetupViolations = 0
finalMaxSlewViolations = 0
unclocked_regs = 3
final-hold-violation-count = 0

[final_layout]
final_cell_area_um2 = 623
drive_gt1_share_pct = 35.0
layout_top_cells = 9 x dlygate4sd2_1, 6 x clkdlybuf4s50_1
final_common_cell = dlygate4sd2_1
fillers = 407
area_growth_syn_to_layout_pct = 85.8

[worst_hold_path]
hold_end = PS[0]
hold_path_class = in2reg
min_path_cells = 2
min_from = start

[status]
status = finished clean

[job]
warning_count = 45
drv_cap = 0
-- metal layers --
layer / vias up / track usage (%) / part of all wire, %
met5: - / 0 / 0
met2: 17 / 3.93 / 37
met4: 0 / 1.41 / 3.3
met3: 2 / 1.14 / 9.7
li1: 161 / - / -
met1: 133 / 4.00 / 50
-- worst max-delay path by stage --
stage,end,depth (start not counted)
after CTS,PS[0],2
final,clrFF,3
after global routing,ldB,3
-- power groups by stage --
stage | logic [mW] | clock network, mW | registers, mW
final | 0.0506 | 0.140 | 0.0833
after global routing | 0.0568 | 0.162 | 0.0838
after CTS | 0.0507 | 0.150 | 0.0830
-- what timing repair did --
action,in CTS,in global routing
pin swaps,2,0
setup endpoints to repair,11,5
gates resized,26,3
buffers inserted,2,1
-- logic make-up after synthesis --
logic type | after synthesis
and+or+nand+nor | 17
buffers and inverters | 9
AOI/OAI and AO/OA | 4
adders and majority gates | 3
latches | 3
DFF | 3
other | 1
-- worst max-delay path: cells and delay by family, from the launching register on --
family,cells,cell delay (ns)
buf+inv,2,0.34
simple gates,1,0.20
flops,1,0.36
-- metrics by stage --
stage | total power, mW | TNS [ns] | util (%) | setup WS, ns | instances
floorplan | 0.107 | 0 | - | 0.425 | 40
global placement | 0.135 | -0.0190 | 15.7 | -0.0190 | 100
detailed placement | 0.136 | -0.00630 | 15.7 | -0.00630 | 100
CTS | 0.284 | -0.00139 | 17.8 | -0.00139 | 106
global route | 0.303 | -0.0336 | 18.2 | -0.0174 | 106
finish | 0.274 | 0 | 18.2 | 0.0664 | 106
-- synth_stat cells --
master | n | share of area [%]
nand2b_1 | 4 | 7.5
nor3b_2 | 2 | 7.5
ha_1 | 3 | 11
dfxtp_1 | 3 | 18
o21a_1 | 1 | 2.2
buf_4 | 5 | 11
nand2_1 | 1 | 1.1
and2_1 | 3 | 5.6
o21ai_1 | 2 | 3.0
and3b_1 | 1 | 2.6
nor3_1 | 1 | 1.5
nor2_1 | 5 | 5.6
conb_1 | 1 | 1.1
inv_1 | 3 | 3.4
o22ai_1 | 1 | 1.9
buf_6 | 1 | 3.4
dlxtn_1 | 3 | 13
-- layout make-up --
cell class                      instances  area (um2)  share of cell area (%)
Multi-Input combinational cell         25         210                    33.7
Timing Repair Buffer                   22         201                    32.3
Sequential cell                         6         116                    18.7
Tap cell                               46        57.6                    9.24
Clock buffer                            4        26.3                    4.22
Inverter                                3        11.3                    1.81
-- flip-flops by register name, indices dropped and copies added, names as in the netlist --
signal	flops
NS	3
PS	3
Power figures rest on the tool's default switching activity, not on a simulated workload.
