==> flow/design.v <==
`timescale 1ns/1ps
module ALU(out, a,b , addsub);
    input [15:0] a, b;
    input addsub;
    output reg [15:0] out;
    always @(*)
        if (addsub) out = a+b;
        else out=a-b;
endmodule
`timescale 1ns/1ps
module COUNTER(out, data, load, count , clk);
    input [15:0] data;
    input load , count, clk;
    output reg [15:0] out;
    always @(posedge clk)
        if (load) out<=16;
        else if(count) out<=out-1;
endmodule
`timescale 1ns/1ps
module FF(dout, din,shift, clr, clk);
    input din,clr ,clk, shift;
    output reg dout;
    always @(posedge clk)
        if (clr) dout<=0;
        else if (shift) dout<=din;
endmodule
`timescale 1ns/1ps
module PIPO(dout, din, load, clk);
    input [15:0] din;
    input load, clk;
    output reg [15:0] dout;
    always @(posedge clk)
        if (load) dout<=din;
endmodule
`timescale 1ns / 1ps
module SPIPO(pout, pin, din, load,clr,  shift, clk);
    input [15:0] pin;
    input din, load,clr,  shift, clk;
    output reg [15:0] pout;
    always @(posedge clk)
        if (clr) pout<=16'b0;
        else if (load) pout<=pin;
        else if (shift) pout<={din, pout[15:1]};
endmodule
`timescale 1ns / 1ps
module data_path(A,Q, q0,qm1,eqz, data_in,ldA, clrA,  ldQ, clrQ, ldM, clrFF, shift, addsub, ldB, count, clk);
    input [15:0] data_in;
    input ldA, clrA, ldQ, clrQ,ldM, clrFF, shift,addsub, ldB, count, clk;
    output q0, qm1, eqz;
    output [15:0] A,Q;
    wire [15:0] M, Z, B;
    assign eqz = |B;
    assign q0 = Q[0];
    SPIPO regA(A,Z, A[15], ldA, clrA, shift, clk);
    SPIPO regQ(Q,data_in, A[0], ldQ, clrQ, shift, clk);
    FF ffqm1(qm1, Q[0],shift, clrFF, clk);
    PIPO regM(M, data_in, ldM, clk);
    ALU as(Z, A, M, addsub);  
    COUNTER countB( B,data_in, ldB,count, clk);
endmodule
==> flow/run.sh <==
#!/bin/bash
# OpenROAD 26Q1-2900-gdf79404cd8, Yosys 0.63+post, stock flow scripts
make -C /OpenROAD-flow-scripts/flow DESIGN_CONFIG=/design/flow/config.mk WORK_HOME=/design/flow/orfs finish
==> flow/config.mk <==
export PLATFORM = sky130hd
export DESIGN_NAME = data_path
export DESIGN_NICKNAME = data_path
export VERILOG_FILES = /design/flow/design.v
export SDC_FILE = /design/flow/constraint.sdc
export NUM_CORES = 4
export LEC_CHECK = 1
export CORE_UTILIZATION = 40
==> flow/constraint.sdc <==
current_design data_path

set clk_period 5.3
set clk_io_pct 0.2

create_clock -name clk0 -period $clk_period [get_ports {clk}]

set non_clock_inputs [all_inputs -no_clocks]
set_input_delay [expr $clk_period * $clk_io_pct] -clock clk0 $non_clock_inputs
set_output_delay [expr $clk_period * $clk_io_pct] -clock clk0 [all_outputs]
==> run summary <==
Power Density: 318 mW/mm^2
Leakage Power: 1.80 nW
Via Count: 2933
Hold Path Depth: 2
Critical Path RT: 5.50 ns
Initial antenna violation count: 0
WS Path Type: in -> reg
Unrepaired setup endpoints after global routing: no
Sw frac: 0.309
GPL Wtd Cong: 0.865
Worst hold start: countB.out[5]$_SDFFE_PP0P_
CTS Buffer Depth: 2
Worst-path clk slew: 0.08 ns
Core Area: 0.00876 mm^2
Sequential power share: 0.424
Critical path peak fanout: 15
Setup TNS: 0 ns
Avg Cell Area, Syn: 9.07 um^2
Routed Wire Length: 7450 um
Ys Warns: 5
Number of CTS-inserted buffers: 9
Worst clock skew: 0.00968 ns
Setup slack, reg-to-reg: 2.16 ns
Tmin final: 3.60 ns
Share of post-route cells with drive strength above 1: 0.0583
Routed Antenna Nets: 0
Dpl hpwl: 5460 um
Diodes inserted: 0
Fmax achieved: 0.277 GHz
Synthesized area: 0.00364 mm^2
Reg2reg start: regM.dout[0]$_DFFE_PP_
CTS tree: done
Cell count in the Yosys report: 402
Chip width: 97.5 um
Synth Seq Share: 0.401
# hold bufs at CTS: 0
Number of global-route vias before repair: 2636
Max-slew headroom: 0.497
Pwr Total: 0.00143 W
Clk root buf: clkbuf_8
# rows: 34
Tool Warnings: 29
First-pass GRT wire length: 12600 um
NetSw: 0.000442 W
CTS sink count: 65
Via density: 5.14
# resized after CTS: 0
PortBufs: 61
Cells after Synth: 402
Internal: 0.000991 W
FP Util: 0.416
Cycle use final: 0.680
# Post-CTS Setup Buffers: 0
Max-slew violations: 0
Hold Path Class: reg -> reg
Max cap viols: 0
Slew @ Worst Pin: 0.752 ns
Clk pwr share: 0.284
Reg-to-Reg End: regA.pout[15]$_SDFFE_PP0P_
Cell Type Count: 43
Die Height: 97.5 um
GRT Util Overall: 0.165
Grt ovf: 0
DR DRC count: 0
Endpoints failing setup: 0
Die Area: 0.00950 mm^2
Yosys chip area: 0.00364 mm^2
R2R cell count: 13
Status: finished, final reports clean
Area grow syn2layout: 23.7%
Worst Hold Endpoint: countB.out[5]$_SDFFE_PP0P_
Crit start category: primary input
Avg WL per Cell: 13.0 um
Combinational Power Share: 0.292
Final Hold Fails: 0
Flops after synth: 65
Late-Pin Clk Latency: 0.34 ns
DR pass1 iterations: 7
Worst setup EP type: flip-flop
WP data arrival: 3.80 ns
Largest net degree at the start of global routing: 36
H-tree depth: 3
I/O pin total: 62
DRT iter0 DRCs: 130
Worst vdd ir: 0.156 mV
## worst max-delay path, cell delays in order
cell and delay (ns):
clkdlybuf4s50_1 0.79, mux2_2 0.43, fa_1 0.44, a21o_1 0.19, a32oi_1 0.24, a211oi_1 0.16, o21ai_0 0.24, xor2_1 0.17
a21oi_1 0.08
## routing by layer
metal | track usage | share of wire
met5 | 0 | 0
met4 | 0.0226 | 0.0083
met3 | 0.0344 | 0.048
met2 | 0.230 | 0.41
met1 | 0.277 | 0.54
## worst max-delay path by stage
stage	from	endpoint	slack [ns]
4_1_cts	addsub	regA.pout[15]$_SDFFE_PP0P_	1.71
6_report	addsub	regA.pout[12]$_SDFFE_PP0P_	1.70
5_1_grt	addsub	regA.pout[15]$_SDFFE_PP0P_	1.49
## cells in the final DEF (no fill, tap or decap), drive strengths merged, types with 9 or more instances in the layout
cell type	count
nor2	69
dfxtp	49
mux2i	24
nand2	16
a211oi	13
clkdlybuf4s50	60
ha	21
a21oi	50
nor3	9
clkbuf	11
xor2	22
xnor2	16
edfxtp	16
o21ai	15
## cell families after synthesis
family / Yosys count / share of synthesized area
XOR/XNOR: 38 / 0.0913
adder cells (fa/ha/maj): 22 / 0.0776
flip-flops: 65 / 0.401
AND-OR/OR-AND: 94 / 0.151
buffers and inverters: 25 / 0.0295
multiplexers: 30 / 0.0844
AND/OR/NAND/NOR: 128 / 0.165
## final cells by class
class	instances	area [um^2]
clock inverter	5	56.3
tap	108	135
fill	798	4260
sequential	65	1460
multi-input combinational	312	2080
clock buffer	11	131
timing repair buffer	63	621
inverter	7	26.3
## registers in the layout, indices dropped and copies added, names as in the netlist
register and count:
regA.pout 16, countB.out 16, regQ.pout 16, regM.dout 16, ffqm1.dout 1
## cell usage after synthesis (all sizes together)
cell | n | area share
mux2 | 6 | 0.019
clkbuf | 11 | 0.011
a41oi | 2 | 0.0048
a21oi | 50 | 0.069
nor2 | 69 | 0.071
xor2 | 22 | 0.053
nor4 | 6 | 0.015
o211ai | 2 | 0.0055
o41ai | 1 | 0.0024
nor2b | 6 | 0.010
dfxtp | 49 | 0.27
inv | 6 | 0.0062
a21o | 4 | 0.0082
or3 | 3 | 0.0051
clkinv | 1 | 0.0010
o21a | 1 | 0.0021
ha | 21 | 0.072
nand2 | 16 | 0.016
and4 | 1 | 0.0024
edfxtp | 16 | 0.13
a32oi | 1 | 0.0024
and2 | 2 | 0.0034
or4 | 2 | 0.0041
xnor2 | 16 | 0.038
a31oi | 3 | 0.0051
nor3 | 9 | 0.012
fa | 1 | 0.0055
o21ai | 15 | 0.021
mux2i | 24 | 0.066
nand3 | 2 | 0.0027
nand4 | 4 | 0.0069
a221o | 1 | 0.0027
buf | 7 | 0.011
o31ai | 1 | 0.0021
nand3b | 1 | 0.0021
and3 | 4 | 0.0072
a211oi | 13 | 0.027
nand2b | 3 | 0.0051
## metrics by stage
step / utilization / setup slack [ns] / hold WS [ns] / cell area [um^2] / instances
after floorplan: - / 2.21 / 0.437 / 3640 / 402
after global placement: 0.493 / 1.41 / 0.467 / 4320 / 555
final: 0.514 / 1.70 / 0.481 / 4510 / 571
after global routing: 0.514 / 1.49 / 0.506 / 4510 / 571
after detailed placement: 0.493 / 1.39 / 0.474 / 4320 / 555
after CTS: 0.514 / 1.71 / 0.483 / 4510 / 571
## power groups by stage
stage	clock [W]	combinational [W]	sequential, W
4_1_cts	0.000422	0.000418	0.000608
6_report	0.000408	0.000418	0.000607
5_1_grt	0.000445	0.000470	0.000617
Power and IR drop assume default switching activity.
